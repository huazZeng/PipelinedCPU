===== config.mk =====
export PLATFORM = sky130hd
export DESIGN_NAME = registers
export DESIGN_NICKNAME = registers
export VERILOG_FILES = /design/flow/design.v
export SDC_FILE = /design/flow/constraint.sdc
export NUM_CORES = 4
export LEC_CHECK = 1
export CORE_UTILIZATION = 30

===== constraint.sdc =====
current_design registers

set clk_period 29.7
set clk_io_pct 0.2

create_clock -name clk0 -period $clk_period [get_ports {clk}]

set non_clock_inputs [all_inputs -no_clocks]
set_input_delay [expr $clk_period * $clk_io_pct] -clock clk0 $non_clock_inputs
set_output_delay [expr $clk_period * $clk_io_pct] -clock clk0 [all_outputs]

===== design.v =====
module registers(
	input logic stallM,
	input logic clk,
	input logic reset,
	input logic W_en,
	input logic [4:0]Rs1,
	input logic [4:0]Rs2,
	input logic [4:0]Rd,
	input logic [63:0]Wr_data,
	output logic [63:0]Rd_data1,
	output logic [63:0]Rd_data2
    );
	integer  i;
	reg [63:0] regs [31:0];
    always@(posedge  clk )
		begin
			if(reset)
			begin
			regs[0] <= 0;
			for (i = 1; i <= 31; i = i + 1) begin
			regs[i] <= 64'hFFFFFFFF;  
			end
			end
			if(stallM)
			begin
			end 
			else if(W_en&&Rd!=5'b0)
			begin
			regs[Rd] <= Wr_data;	
			end
		end
	assign Rd_data1=regs[Rs1];
	assign Rd_data2=regs[Rs2];
endmodule

===== run.sh =====
#!/bin/bash
# OpenROAD 26Q1-2900-gdf79404cd8, Yosys 0.63+post, stock flow scripts
make -C /OpenROAD-flow-scripts/flow DESIGN_CONFIG=/design/flow/config.mk WORK_HOME=/design/flow/orfs finish

==> run summary <==
CTS Buf Count - 219
Global Route Usage Sum - 0.2672
Syn Std Cell Area - 106600 um2
Post-CTS Setup Inserts - 0
RSZ-0062 raised after global routing - false
ys async rst share - 0
worst relative slew slack - 0.2182
Commonest flop - edfxtp_1
first-pass GRT wire length - 616700 um
synthesized flop and latch total - 2048
Yosys Instances - 7072
worst setup path class - input port to primary output
layout cells sized above 1 - 0.2240
Chip Area - 357900 um2
Seq share, synth - 0.5767
top cells, area - edfxtp_1, mux4_2, or3_1
Worst-Margin Slew - 1.162 ns
Sink Count - 2048
Die Span Y - 598.2 um
Top cell area share - 0.5767
Post-Syn Instances - 7072
initial antenna violation count - 57
max FFs per register - 2048
CP Capture Point - Rd_data1[16]
CTS Hold Bufs - 0
final core utilization - 0.3440
VDD IR max - 0.00005388 V
vias in the first global route - 77028
Routed WL - 450500 um
final tally of max-slew violations - 0
fp_density - 0.3019
Ports - 211
TritonCTS clock tree - built
tool warning count - 46
Distinct cells, synth - 51
Worst Hold Launch - reset
Worst Setup End Kind - primary output
sequential cell area - 61500 um2
Die X-Extent - 598.2 um
fillcell total - 32766
# DRC - 0
max-cap check violation count - 0
Worst-path clk slew - 0.06 ns
Tmin final - 17.23 ns
clock buffer depth - 4
Synth Warn # - 1
area grow syn2layout - 13.93%
Worst Path Required - 23.76 ns
crit-path max FO - 94
root buffer cell - clkbuf_16
cycle use final - 0.5802
aggregate global routing overflow - 0
Post-synth EDFFs - 2048
via count - 71795
PwrDens - 57.46 nW/um2
initial drt markers - 5489
Critical Path Start - Rs1[1]
register with the most flip-flops - regs
chip area estimate from yosys synthesis - 106600 um2
H-tree depth - 4
Buffers on Ports - 210
final hold violation count - 0
biggest regs - regs (2048)
maximum clock rate - 58.03 MHz
CP arrival - 11.29 ns
Placeable Area - 353200 um2
Synth Area per Inst - 15.08 um2
status - complete, no violations
drt first pass iters - 5
largest net degree at the start of global routing - 132
CP Launch Type - input port
drt via density - 5.977
MI comb area - 42270 um2
hpwl dp - 261100 um
RePlAce Congestion - 0.9499
row count - 218
wire per inst - 37.51 um
cts repair resizes - 0
post-synth top area cell - edfxtp_1
setup_tns - 0 ns
post-route ant nets - 0
Static Leakage - 38.78 nW
# setup viols final - 0
class of the worst hold path - input port to flop
==> critical path: stages <==
cell and delay, ns:
buf_8 0.45, buf_4 0.76, buf_4 0.62, buf_12 0.53
buf_4 0.61, mux4_2 0.34, o22ai_1 0.08, nor4_1 1.00
buf_4 0.24, clkdlybuf4s50_1 0.45
==> metal layers <==
metal  vias up  wire length (um)  track usage
met2      6866            193100       0.3600
met4        97             32510       0.1673
li1      28254                 -            -
met5         -              1761      0.04639
met3      1526             94550       0.2576
met1     35052            128600       0.2478
==> how the worst min path moves through the flow <==
stage / endpoint / slack (ns) / depth (start not counted)
4_1_cts: regs[0][50] / 5.40 / 1
5_1_grt: regs[0][50] / 5.42 / 1
6_report: regs[0][50] / 5.41 / 1
==> power breakdown <==
part | leakage [nW] | switching, W | internal, W | total [W]
registers | 20.1 | 0.0000816 | 0.00334 | 0.00342
logic | 15.5 | 0.000557 | 0.000354 | 0.000912
clock network | 3.23 | 0.00117 | 0.00147 | 0.00265
total | 38.8 | 0.00181 | 0.00517 | 0.00698
==> kinds of logic (layout without fill, tap and decap cells) <==
family	Yosys count	in the layout	synth area share
and+or+nand+nor	2331	2331	0.1353
AOI/OAI and AO/OA	598	598	0.03917
buffers and inverters	877	955	0.03488
muxes	1217	1217	0.2140
DFF	2048	2048	0.5767
other	1	132	0.00003516
==> cell usage after synthesis, types with 2 or more instances <==
library cell	count
nand2_1	15
nor2b_1	20
nor2_1	41
and4b_1	3
mux4_2	850
or3b_1	2
and3_1	3
o221ai_1	11
nand2b_1	8
nor3b_1	2
a221oi_2	2
o22ai_1	298
buf_4	48
nand3_1	57
nor4bb_1	3
buf_6	6
buf_1	30
edfxtp_1	2048
a31oi_1	4
clkbuf_2	2
o211ai_1	2
a22o_1	11
nand3b_1	6
nor3_1	18
and3b_1	3
a22oi_1	230
mux2i_1	366
or3b_2	2
o22a_1	11
buf_2	160
nor4_1	66
a211oi_1	19
and2_1	995
nand4_1	49
or3_1	997
clkbuf_1	630
a221oi_1	7
or2_2	34
==> area by class of cell <==
class                   instances  area share
repair buffers                564     0.04071
diodes                         68    0.001400
well taps                    4730     0.04871
clock buffers                 269     0.04717
clock inverters               121    0.007909
flip-flops and latches       2048      0.5062
multi-input cells            4210      0.3479
inverters                       1  0.00003089
==> cell usage in the layout (no fill, tap or decap), types with 6 or more instances in the layout <==
| cell | instances |
|---|---|
| nand2_1 | 7 |
| nor2b_1 | 12 |
| nor3_1 | 16 |
| edfxtp_1 | 2048 |
| nand2_4 | 6 |
| nor2b_2 | 6 |
| conb_1 | 64 |
| o22ai_1 | 298 |
| or2_4 | 31 |
| clkbuf_16 | 222 |
| bufinv_16 | 13 |
| a22o_1 | 11 |
| buf_12 | 14 |
| o22a_1 | 11 |
| clkinv_1 | 62 |
| clkinv_2 | 26 |
| nand3_1 | 54 |
| nand3b_1 | 6 |
| a221oi_1 | 7 |
| mux4_2 | 850 |
| clkinvlp_4 | 12 |
| diode_2 | 68 |
| mux2i_1 | 366 |
| clkbuf_1 | 47 |
| o221ai_1 | 11 |
| a211oi_1 | 19 |
| and2_1 | 995 |
| nor2_4 | 33 |
| a22oi_1 | 230 |
| or3_1 | 994 |
| buf_4 | 342 |
| nand4_1 | 49 |
| nor4_1 | 63 |
| clkdlybuf4s50_1 | 200 |
==> stage by stage <==
step	instance area (um2)	setup WS, ns	total power [W]	std cells	hold slack (ns)
detailed placement	114600	12.33	0.004370	11553	6.366
floorplan	106900	16.37	0.003917	7135	6.120
global placement	114600	12.41	0.004360	11553	6.369
CTS	121300	12.31	0.006970	11943	5.401
global route	121400	12.29	0.007139	11956	5.422
finish	121500	12.47	0.006981	12011	5.410
Power and IR drop assume default switching activity.
