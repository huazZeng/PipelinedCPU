### flow/design.v
module divider(
    input wire clk, div_start, is_signed,reset,
    input wire signed [63:0] numerator, denominator,
    output logic signed [63:0] quotient, remainder,
    output logic div_done,
    input logic word,
    input logic next
);
    logic signed [127:0] temp_numerator, temp_denominator;
    logic signed [63:0] abs_numerator, abs_denominator;
    logic [127:0] temp_numerator_unsigned, temp_denominator_unsigned;
    logic [63:0] abs_numerator_unsigned, abs_denominator_unsigned;
    logic [6:0] counter;
    logic numerator_sign, denominator_sign, result_sign, finish;
    logic signed [63:0] temp_numerator32, temp_denominator32;
    logic signed [31:0] abs_numerator32, abs_denominator32;
    logic [63:0] temp_numerator_unsigned32, temp_denominator_unsigned32;
    logic [31:0] abs_numerator_unsigned32, abs_denominator_unsigned32;
    logic numerator_sign32, denominator_sign32, result_sign32;
    logic [31:0] quotient_32,remainder_32;
    always_comb begin
        numerator_sign = numerator[63];
        denominator_sign = denominator[63];
        abs_numerator = numerator_sign ? (~numerator + 1) : numerator;
        abs_denominator = denominator_sign ? (~denominator + 1) : denominator;
        result_sign = numerator_sign ^ denominator_sign;
        abs_numerator_unsigned= $unsigned(numerator);
        abs_denominator_unsigned = $unsigned(denominator);
        numerator_sign32 = numerator[31];
        denominator_sign32 = denominator[31];
        abs_numerator32 = numerator_sign32 ? (~numerator[31:0] + 1) : numerator[31:0];
        abs_denominator32 = denominator_sign32 ? (~denominator[31:0] + 1) : denominator[31:0];
        result_sign32 = numerator_sign32 ^ denominator_sign32;
        abs_numerator_unsigned32= $unsigned(numerator[31:0]);
        abs_denominator_unsigned32 = $unsigned(denominator[31:0]);
        quotient_32 = (~temp_numerator32[31:0] + 1) ;
        remainder_32= (~temp_numerator32[63:32] + 1) ;
    end
    assign div_done = finish;
    always_ff @(posedge clk) begin
        if(reset)begin
            finish <= 0;
            counter <= 0;
        end
        if (next) begin
            finish <= 0;
            counter <= 0;
        end 
        else if(div_start&!finish) begin
            if (word)begin
                if (abs_denominator32 != 0) begin
                    if (is_signed) begin
                        if(counter==0) begin
                            temp_numerator32 <= {32'h0000,abs_numerator32};
                            temp_denominator32 <= {abs_denominator32,32'h0000};
                            counter <=counter+1;
                        end
                        else if (counter < 33) begin
                            if (temp_numerator32[63:32] >= abs_denominator32) begin
                                temp_numerator32<= temp_numerator32 - temp_denominator32 + 1'b1;
                            end
                        else begin
                                temp_numerator32 <= {temp_numerator32[62:0], 1'b0};
                                counter <= counter + 1;
                        end
                        end
                        else if(counter==33)
                        begin
                            if (temp_numerator32[63:32] >= abs_denominator32) begin
                                temp_numerator32 <= temp_numerator32 - temp_denominator32 + 1'b1;
                            end
                            counter <= counter + 1;
                        end
                        else begin
                            quotient <= result_sign32? {{32{quotient_32[31]}},{(~temp_numerator32[31:0] + 1)}} : {{32{temp_numerator32[31]}},temp_numerator32[31:0]};
                            remainder <= numerator_sign32 ? {{32{remainder_32[31]}},{(~temp_numerator32[63:32] + 1)}} : {{32{temp_numerator32[63]}},temp_numerator32[63:32]};
                            finish <= 1'b1; 
                        end
                    end
                    else begin
                        if(counter==0) begin
                            temp_denominator_unsigned32 <= {abs_denominator_unsigned32, 32'h0000};
                            temp_numerator_unsigned32 <= {32'h0, abs_numerator_unsigned32};
                            counter <= counter + 1;
                        end
                        else if (counter < 33) begin
                            if (temp_numerator_unsigned32[63:32] >= abs_denominator_unsigned32) begin
                                temp_numerator_unsigned32 <= temp_numerator_unsigned32 - temp_denominator_unsigned32 + 1'b1;
                            end
                            else begin
                                temp_numerator_unsigned32 <= {temp_numerator_unsigned32[62:0], 1'b0};
                                counter <= counter + 1;
                            end
                        end
                        else if(counter ==33)begin
                            if (temp_numerator_unsigned32[63:32] >= abs_denominator_unsigned32) begin
                                temp_numerator_unsigned32 <= temp_numerator_unsigned32 - temp_denominator_unsigned32 + 1'b1;
                            end
                            counter <= counter + 1;
                        end
                        else begin
                            quotient <= {{32{temp_numerator_unsigned32[31]}},temp_numerator_unsigned32[31:0]};
                            remainder <= {{32{temp_numerator_unsigned32[63]}},temp_numerator_unsigned32[63:32]};
                            finish <= 1'b1;
                        end
                    end
                end
                else begin
                    quotient <= 64'hffffffffffffffff;
                    remainder <= {{32{numerator[31]}},{numerator[31:0]}};
                    finish <= 1'b1;
                end
            end
            else 
            begin
                if (denominator != 0) begin
                    if (is_signed) begin
                        if(counter==0) begin
                            temp_numerator <= {64'h00000000,abs_numerator};
                            temp_denominator <= {abs_denominator,64'h00000000};
                            counter <=counter+1;
                        end
                    else if (counter < 65) begin
                        if (temp_numerator[127:64] >= abs_denominator) begin
                            temp_numerator<= temp_numerator - temp_denominator + 1'b1;
                        end
                        else begin
                            temp_numerator <= {temp_numerator[126:0], 1'b0};
                            counter <= counter + 1;
                        end
                    end
                    else if(counter==65)
                    begin
                    if (temp_numerator[127:64] >= abs_denominator) begin
                        temp_numerator <= temp_numerator - temp_denominator + 1'b1;
                    end
                    counter <= counter + 1;       
                    end
                    else begin
                        quotient <= result_sign ? (~temp_numerator[63:0] + 1) : temp_numerator[63:0];
                        remainder <= numerator_sign ? (~temp_numerator[127:64] + 1) : temp_numerator[127:64];
                        finish <= 1'b1;
                    end
                    end
                    else begin
                        if(counter==0) begin
                            temp_denominator_unsigned <= {abs_denominator_unsigned, 64'h00000000};
                            temp_numerator_unsigned <= {64'h0, abs_numerator_unsigned};
                            counter <= counter + 1;
                        end
                        else if (counter < 65) begin
                            if (temp_numerator_unsigned[127:64] >= abs_denominator_unsigned) begin
                                temp_numerator_unsigned <= temp_numerator_unsigned - temp_denominator_unsigned + 1'b1;
                            end
                            else begin
                                temp_numerator_unsigned <= {temp_numerator_unsigned[126:0], 1'b0};
                                counter <= counter + 1;
                            end
                        end
                        else if(counter ==65)begin
                            if (temp_numerator_unsigned[127:64] >= abs_denominator_unsigned) begin
                                temp_numerator_unsigned <= temp_numerator_unsigned - temp_denominator_unsigned + 1'b1;
                            end
                            counter <= counter + 1;
                        end
                        else begin
                            quotient <= temp_numerator_unsigned[63:0];
                            remainder <= temp_numerator_unsigned[127:64];
                            finish <= 1'b1;
                        end
                    end
                end
                else begin
                    quotient <= 64'hffffffffffffffff;
                    remainder <= numerator;
                    finish <= 1;
                end
            end
        end
        else begin
            finish <= 1'b0;
        end
    end
endmodule
### flow/run.sh
#!/bin/bash
# OpenROAD 26Q1-2900-gdf79404cd8, Yosys 0.63+post, stock flow scripts
make -C /OpenROAD-flow-scripts/flow DESIGN_CONFIG=/design/flow/config.mk WORK_HOME=/design/flow/orfs finish
### flow/config.mk
export PLATFORM = sky130hd
export DESIGN_NAME = divider
export DESIGN_NICKNAME = divider
export VERILOG_FILES = /design/flow/design.v
export SDC_FILE = /design/flow/constraint.sdc
export NUM_CORES = 4
export LEC_CHECK = 1
export CORE_UTILIZATION = 50
### flow/constraint.sdc
current_design divider

set clk_period 60.8
set clk_io_pct 0.2

create_clock -name clk0 -period $clk_period [get_ports {clk}]

set non_clock_inputs [all_inputs -no_clocks]
set_input_delay [expr $clk_period * $clk_io_pct] -clock clk0 $non_clock_inputs
set_output_delay [expr $clk_period * $clk_io_pct] -clock clk0 [all_outputs]
==> flow_metrics.py <==
# Physical implementation metrics
metrics = {
    "worst_setup_path": {
        "critPathMaxFanout": 60,
        "required_ns": 61.24,
        "worst_setup_path_end_kind": "flip-flop",
        "crit_arrival_ns": 20.17,
        "cp-start-kind": "primary input",
        "path_class": "primary input to flip-flop",
    },
    "route": {
        "first_iter_violations": 6434,
        "viasPerCell": 6.289,
        "ant_nets": 0,
        "drc_errors": 0,
        "drt_pass1_iterations": 8,
        "vias": 67610,
        "wirelength_mm": 280.9,
        "wl_per_cell_um": 26.13,
    },
    "global_route": {
        "antenna_found_initial": 13,
        "grt_pass1_wl_mm": 415.4,
        "overflow": 0,
        "grt_max_degree": 152,
        "grtUsageTotal_pct": 39.83,
        "first_global_vias": 63770,
    },
    "cts": {
        "cts_htree_levels": 3,
        "cts_resized": 0,
        "postCtsSetupBuffers": 0,
        "postCtsHoldBufs": 0,
        "cts_root_buf": "clkbuf_16",
        "clk_latency_ns": 0.74,
        "clock_sinks": 712,
        "cts_buffers": 92,
        "cts_max_path_buffers": 3,
        "cts_tree": "built",
        "clk_pin_slew_ns": 0.06,
    },
    "finish": {
        "stdcell_area_um2": 79510,
        "drive_above_1_share_pct": 4.563,
        "nFillCells": 12860,
        "area_delta_synth_final_pct": 10.58,
        "logic_area_um2": 46220,
        "flop_area_um2": 21300,
    },
    "power_and_ir_drop": {
        "ir_drop_mv": 0.02473,
        "p_leak_uw": 0.03324,
        "p_switching_uw": 577.2,
        "seqPwrFrac_pct": 35.9,
        "p_int_uw": 1067,
        "comb_power_share_pct": 29.1,
        "power_density_nw_per_um2": 20.68,
        "p_clk_share_pct": 35.0,
        "p_sw_share_pct": 35.10,
    },
    "placement": {
        "gp_congestion": 1.045,
        "io_buffers": 262,
        "pre_cts_ws_ns": 40.51,
        "hpwl_mm": 221.5,
        "place_area_um2": 76430,
    },
    "yosys": {
        "top_area_cell": "edfxtp_1",
        "synth-edff-count": 704,
        "ys_cells": 8743,
        "common_cells": "nand2_1, ha_1, a21oi_1",
        "syn_area_um2": 71900,
        "synthTopCellsByArea": "edfxtp_1, ha_1, a21oi_1, xnor2_1, o21ai_0",
        "synthArstFlopShare_pct": 0,
        "synthFlopType": "edfxtp_1",
        "yosysUniqueCellTypes": 100,
        "synth.avg_cell_area_um2": 8.224,
        "yosys-stat-area_um2": 71900,
        "synth.top_cell.area_share_pct": 29.40,
        "synth_top_cell_by_count": "nand2_1",
        "ys.flops": 712,
        "ys_seq_share_pct": 29.62,
        "syn_inst": 8743,
        "ys.warnings.count": 1,
    },
    "sta": {
        "tns_ns": 0,
        "max_freq_mhz": 50.70,
        "drv_slew": 0,
        "fin_crit_ns": 19.73,
        "rsz0062_at_grt": "false",
        "maxSlewHeadroom_pct": 10.48,
        "setup_violations": 0,
        "hold_violations": 0,
        "finalCritPeriodShare_pct": 32.44,
        "skew_ns": 0.03301,
        "worst_slew_pin_slew_ns": 1.309,
        "layout_setup_ws_ns": 41.07,
    },
    "hold_path": {
        "hold_path_class": "flip-flop to flip-flop",
    },
    "floorplan": {
        "core_um2": 142100,
        "chip_area_um2": 145300,
        "rows": 138,
        "fp.dieW_um": 381.2,
        "die_h_um": 381.2,
        "fp-utilization_pct": 50.60,
        "io_pins": 263,
    },
    "outcome": {
        "run_status": "complete, no violations",
    },
    "run": {
        "drv_cap": 0,
        "warning_count": 129,
    },
}
-- cell usage in the layout (no fill, tap or decap), types with 16 or more instances in the layout --
master,count
xnor2_1,411
and4_1,29
and2_1,29
inv_1,723
nand2_1,888
nand2b_1,53
a31oi_1,108
o22ai_1,16
clkdlybuf4s50_1,257
or2_2,29
nor3_1,104
clkinv_2,17
o21a_1,43
a21boi_0,30
o21bai_1,86
nor2_1,569
buf_4,155
a211oi_1,155
nand3_1,173
ha_1,861
o31ai_1,129
edfxtp_1,704
nor4_1,76
nor2b_1,76
nand4_1,165
o211ai_1,136
mux2i_1,49
or4_1,20
o41ai_1,38
xor2_1,261
or3_1,110
and3_1,58
a22oi_1,35
a21o_1,243
clkbuf_16,92
a21oi_1,859
o21ai_0,718
-- final cells by class --
cell class	instances	share of cell area (%)
clock buffers	108	2.996
repair buffers	418	4.806
inverters	726	3.427
diodes	7	0.02203
well taps	1890	2.974
flip-flops and latches	712	26.79
multi-input cells	6833	58.13
clock inverters	56	0.8560
-- state kept, by name (all words and copies together) (netlist names), 64 cells and up --
| signal | count |
|---|---|
| temp_denominator_unsigned | 64 |
| temp_numerator_unsigned32 | 64 |
| quotient | 64 |
| temp_numerator32 | 64 |
| temp_denominator | 64 |
| temp_numerator_unsigned | 128 |
| remainder | 64 |
| temp_numerator | 128 |
-- worst max-delay path, cell delays in order --
cell	delay (ns)
clkdlybuf4s50_1	0.62
nor4_2	0.59
and4_1	0.34
nand4_1	0.46
nor2_1	0.42
nand3_1	0.22
or2_2	0.39
or3_1	0.43
nand2b_1	0.22
nand2b_1	0.23
o31ai_1	0.30
xnor2_1	0.18
inv_1	0.08
ha_1	0.29
nand4_1	0.09
nor2_1	0.20
and3_1	0.22
nand2_1	0.11
a311o_1	0.43
nand3_4	0.41
buf_4	0.67
buf_4	0.60
nand2_1	0.13
o211ai_1	0.12
o21ai_0	0.11
-- metal layers --
layer	vias to the layer above	track usage, %	part of all wire (%)
li1	31930	-	-
met1	32080	57.28	42
met2	3054	56.67	43
met3	536	15.01	11
met4	8	13.70	4.4
met5	-	0	0.021
-- path summary, 6_finish.rpt --
check | startpoint | cells past startpoint | slack, ns | endpoint
setup reg to reg | temp_numerator_unsigned[73] | 16 | 54.75 | temp_numerator_unsigned[124]
hold reg to reg | temp_numerator_unsigned[111] | 2 | 0.65 | temp_numerator_unsigned[112]
hold / removal | temp_numerator_unsigned[111] | 2 | 0.65 | temp_numerator_unsigned[112]
setup / recovery | denominator[9] | 25 | 41.07 | temp_numerator[12]
-- stage by stage --
step                util, %  std cells  hold WS (ns)  total power, uW
finish                55.95      10750        0.6498             1645
global route          55.95      10750        0.6816             1710
CTS                   55.94      10740        0.6313             1642
detailed placement    53.79      10580        0.6235             1065
global placement      53.79      10580        0.6109             1063
floorplan                 -       8743        0.5708            901.9
-- logic make-up after synthesis --
group	count (synthesis)	synth area share [%]
simple gates	2459	16.21
fa+ha+maj	861	14.98
compound gates	2786	23.92
mux	53	0.7448
flops	712	29.62
xor+xnor	674	8.210
buf+inv	1198	6.310
-- power by group through the flow --
stage     sequential [uW]  clock (uW)  combinational (uW)
4_1_cts               590         583                 469
6_report              590         576                 479
5_1_grt               591         598                 520
Power is estimated from default activity; no workload was simulated.
