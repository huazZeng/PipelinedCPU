<file path="design.v">
module Multiplier(
    input wire clk, mul_start,
    input wire signed [63:0] a,
    input wire signed [63:0] b,
    output logic signed [63:0] mul_result,
    output logic mul_ok,
    input logic word,
    input logic next
);
    logic signed [127:0] temp_result,temp_a;
    logic [63:0] a_abs, b_abs;
    logic a_sign, b_sign, result_sign;
    logic [6:0] counter;
    logic finish;
    logic b_boolean;
    logic signed [63:0] temp_result32,temp_a32;
    logic [31:0] a_abs32, b_abs32;
    logic a_sign32, b_sign32, result_sign32;
    always_comb begin
        a_sign = a[63];
        b_sign = b[63];
        a_abs = a_sign ? { ~a + 1} : { a};
        b_abs = b_sign ? { ~b + 1} : {b};
        result_sign = a_sign ^ b_sign;
        a_sign32 = a[31];
        b_sign32 = b[31];
        a_abs32 = a_sign32 ? { ~a[31:0] + 1} : { a[31:0]};
        b_abs32 = b_sign32 ? { ~b[31:0] + 1} : {b[31:0]};
        result_sign32 = a_sign32 ^ b_sign32;
    end
    assign mul_result =word ?{{32{temp_result32[31]}} ,temp_result32[31:0]}:temp_result[63:0];
    assign mul_ok=finish;
    always_ff @(posedge clk) begin
        if (next) begin
            counter<=0;
            finish <= 0;
        end else if (mul_start&!finish) 
        begin
            if(word)begin
                if (counter < 33) begin
                    if (counter == 0) begin
                        temp_result32 <= 64'b0;
                        counter <= counter + 1;
                        temp_a32 <= {32 'h0, a_abs32};
                    end
                    else begin
                        if(b_abs32[counter-1])begin
                            temp_result32 <= temp_result32 + temp_a32;
                        end
                            temp_a32 <= {temp_a32[62:0], 1'b0};
                            counter <= counter + 1;
                    end
                end
                else begin
                    temp_result32 <= result_sign32 ? (~temp_result32+1) : temp_result32;
                    finish <= 1'b1;
                end
            end
            else begin
                if (counter < 65) begin
                    if (counter == 0) begin
                        temp_result <= 128'b0;
                        counter <= counter + 1;
                        temp_a <= {64  'h0, a_abs};
                    end
                    else begin
                        if(b_abs[counter-1])begin
                            temp_result <= temp_result + temp_a;
                        end
                            temp_a <= {temp_a[126:0], 1'b0};
                            counter <= counter + 1;
                    end
                end
                else begin
                    temp_result <= result_sign ? (~temp_result+1) : temp_result;
                    finish <= 1'b1;
                end
            end
        end else begin
                finish <= 1'b0;
            end
        end
endmodule
</file>
<file path="run.sh">
#!/bin/bash
# OpenROAD 26Q1-2900-gdf79404cd8, Yosys 0.63+post, stock flow scripts
make -C /OpenROAD-flow-scripts/flow DESIGN_CONFIG=/design/flow/config.mk WORK_HOME=/design/flow/orfs finish
</file>
<file path="config.mk">
export PLATFORM = sky130hd
export DESIGN_NAME = Multiplier
export DESIGN_NICKNAME = Multiplier
export VERILOG_FILES = /design/flow/design.v
export SDC_FILE = /design/flow/constraint.sdc
export NUM_CORES = 4
export LEC_CHECK = 1
export CORE_UTILIZATION = 30
</file>
<file path="constraint.sdc">
current_design Multiplier

set clk_period 31.4
set clk_io_pct 0.2

create_clock -name clk0 -period $clk_period [get_ports {clk}]

set non_clock_inputs [all_inputs -no_clocks]
set_input_delay [expr $clk_period * $clk_io_pct] -clock clk0 $non_clock_inputs
set_output_delay [expr $clk_period * $clk_io_pct] -clock clk0 [all_outputs]
</file>
==> summary.txt <==
worst min-delay path category -> reg -> reg
clock skew -> 0.01473 ns
Num Clock Sinks -> 200
CTS tree -> built
tool warnings -> 26
Rows -> 94
dpl hpwl -> 48780 µm
Seq share, synth -> 29.55%
Layout fillers -> 6729
Distinct lib cells used -> 78
Synth Warn # -> 1
drt first pass iters -> 25
antenna violations before repair -> 11
peak supply drop -> 44.69 µV
Placeable Area -> 65980 µm²
total power -> 0.0008486 W
main logic family after synthesis -> AND-OR/OR-AND gates
Syn Area/Cell -> 8.262 µm²
Crit Path Category -> in -> out
Worst Max-Slew Pin Slew -> 0.9229 ns
die extent in y -> 260.5 µm
Final ANT Viol Nets -> 0
post-layout minimum cycle time -> 14.62 ns
post-layout period usage of the worst path -> 46.56%
via count -> 18488
Setup crit end kind -> output port
YS chip area -> 20050 µm²
Area leader share -> 28.75%
Synth Cell Area -> 20050 µm²
Internal Power -> 0.0005472 W
fp util -> 30.39%
worst reg-to-reg setup slack -> 26.35 ns
postcts setup bufs -> 0
Worst path max stage delay -> 0.73 ns
die width -> 260.5 µm
and+or+nand+nor area frac -> 19.74%
CTS Buf Count -> 17
Post-Synth AOI/OAI Area -> 22.48%
input/output buffers -> 196
area grow syn2layout -> 16.84%
chip area -> 67880 µm²
Power Dens Cells -> 36.22 nW/µm²
number of enable flip-flop cells -> 192
Routed Wire Length -> 63220 µm
Synth mux share -> 2.546%
share of cells above drive strength 1 -> 5.216%
main area contributors -> edfxtp_1, xor2_1, xnor2_1, ha_1, o21ai_0
clock power share -> 27.3%
switching component of the power -> 0.0003014 W
async set-reset flop share out of synthesis -> 0%
CP max FO -> 33
endpoints failing setup -> 0
GPL Wtd Cong -> 0.9374
main flop type -> edfxtp_1
# H-tree levels -> 4
Ports -> 197
Max-Cap Viols -> 0
sequential share of power -> 39.2%
WL/cell -> 18.49 µm
largest net degree at the start of global routing -> 73
Switching Fraction -> 35.52%
xor/xnor share -> 14.98%
highest clock rate -> 0.06840 GHz
Slew Limit Fails -> 0
CTS resizes -> 0
CP Launch Type -> input pin
critical-path cell list -> buf_2, nand2_1, o21ai_0, clkdlybuf4s50_1
static leakage -> 8.415 nW
Gate power share -> 33.4%
largest area contributor in the netlist -> edfxtp_1
RSZ-0062 raised after global routing -> no
Bufs on Longest Clock Path -> 2
Critical-path top delay cell -> nand2_1
Min Hold Slack -> 0.5668 ns
Avg Vias per Cell -> 5.407
Slew HR -> 38.33%
DRC viols -> 0
Syn Inst Count -> 2427
hold path start -> temp_a32[9]
Worst R2R Start -> counter[0]
gr usage total -> 19.00%
CP arrival -> 8.34 ns
CTS hold repair buffers -> 0
crit path DRT -> 25.12 ns
fa+ha+maj area frac -> 6.564%
Hold Violations, Final -> 0
Iteration-0 DRC Markers -> 1314
Root Driver -> clkbuf_16
ys cells -> 2427
Total Neg Setup Slack -> 0 ns
Reg clk slew, reported paths -> 0.08 ns
ys flops -> 200
global-route wire length before repair -> 97640 µm
clk latency of the worst-skew pair -> 0.51 ns
status -> finished, final reports clean
grt ovf -> 0
number of global-route vias before repair -> 17118
Crit. Startpoint -> word
-- synthesized netlist by cell type, types with 13 or more instances --
| master | n |
|---|---|
| a221oi_1 | 13 |
| a211oi_1 | 14 |
| o22ai_1 | 75 |
| nand2_1 | 289 |
| nand2b_1 | 24 |
| nand3_1 | 58 |
| nor3_1 | 74 |
| a31oi_1 | 14 |
| nor2b_1 | 14 |
| a21oi_1 | 118 |
| o21ai_0 | 230 |
| ha_1 | 102 |
| nand4_1 | 32 |
| edfxtp_1 | 192 |
| o31ai_1 | 51 |
| clkbuf_1 | 120 |
| or4_1 | 27 |
| o21ai_1 | 26 |
| xnor2_1 | 158 |
| xor2_1 | 185 |
| o41ai_1 | 19 |
| inv_1 | 77 |
| o21bai_1 | 16 |
| o21a_1 | 13 |
| a21o_1 | 51 |
| mux2_2 | 30 |
| nor4_1 | 24 |
| nor2_1 | 129 |
| and3_1 | 16 |
| or3_1 | 58 |
-- layout by cell type (no fill, tap or decap), drive strengths merged, types with 17 or more instances in the layout --
master | netlist | layout
or4 | 29 | 29
nand2 | 289 | 289
xor2 | 185 | 185
clkdlybuf4s50 | 0 | 193
o22ai | 75 | 75
nor4 | 26 | 26
nand2b | 24 | 24
or3 | 59 | 59
a21o | 51 | 51
o41ai | 19 | 19
nand3 | 59 | 59
nor3 | 76 | 76
nand4 | 32 | 32
o31ai | 51 | 51
inv | 78 | 86
a21oi | 118 | 118
o21ai | 256 | 256
ha | 102 | 102
nor2 | 130 | 130
buf | 17 | 35
xnor2 | 158 | 158
mux2 | 30 | 30
edfxtp | 192 | 192
clkbuf | 120 | 17
-- metrics by stage --
stage          instance area, µm²  std cells  util [%]  setup WS [ns]
3_5_place_dp                22810       3382     34.58          16.74
3_3_place_gp                22810       3382     34.58          16.91
2_1_floorplan               20050       2427         -          17.91
4_1_cts                     23420       3414     35.49          16.74
5_1_grt                     23420       3416     35.50          16.57
6_report                    23430       3419     35.51          16.78
-- state kept, by name (all words and copies together), names as in the netlist --
signal and count:
temp_result 64, temp_result32 32, counter 7, temp_a 64, temp_a32 32, finish 1
-- metal layers --
layer | track usage [%] | part of all wire, % | up-vias
met4 | 4.126 | 2.3 | 12
met2 | 29.53 | 46 | 519
met1 | 27.44 | 45 | 8642
met3 | 4.450 | 7.0 | 67
met5 | 0 | 0.12 | -
li1 | - | - | 9248
-- logic make-up after synthesis --
kind of cell | after synthesis
xor+xnor | 343
mux | 41
fa+ha+maj | 104
flops | 200
simple gates | 801
compound gates | 722
buf+inv | 216
-- worst paths after layout --
kind	endpoint	cells after the start
setup / recovery	mul_result[55]	4
hold / removal	temp_a32[10]	2
setup reg to reg	temp_result[27]	13
hold reg to reg	temp_a32[10]	2
-- cell type report --
class                           instances  area [µm²]  share of cell area [%]
Tap cell                              864        1081                   4.614
Antenna cell                            5       12.51                 0.05340
Timing Repair Buffer                  228        2187                   9.335
Clock buffer                           17       425.4                   1.816
Multi-Input combinational cell       2011       13320                   56.87
Sequential cell                       200        5926                   25.29
Inverter                               79       296.5                   1.266
Clock inverter                         15       176.4                  0.7530
-- critical path: cells and delay by family --
family	cells	cell delay, ns
buffers and inverters	2	0.96
AND-OR/OR-AND	1	0.31
AND/OR/NAND/NOR	1	0.73
-- power groups by stage --
| stage | clock network, W | registers, W | logic (W) |
|---|---|---|---|
| 4_1_cts | 0.000239 | 0.000334 | 0.000284 |
| 5_1_grt | 0.000247 | 0.000335 | 0.000316 |
| 6_report | 0.000232 | 0.000333 | 0.000284 |
No activity file was given, so power comes from the tool's default toggle rates.
